==> flow/design.v <==
module elevator(
    input  wire        clk,         
    input  wire        rst,         
    input  wire [3:0]  floor_req,   
    output wire        move_up,     
    output wire        move_down,   
    output wire        door_open    
);
    localparam IDLE = 2'b00;
    localparam UP   = 2'b01;
    localparam DOWN = 2'b10;
    localparam DOOR = 2'b11;
    localparam integer DOOR_TIME = 8;
    reg [1:0] state, next_state;
    reg [1:0] current_floor;
    reg [3:0] req_reg;         
    reg [7:0] door_cnt;
    reg move_up_r, move_down_r, door_open_r;
    assign move_up   = move_up_r;
    assign move_down = move_down_r;
    assign door_open = door_open_r;
    reg any_request;
    reg any_above;
    reg any_below;
    integer i;
    always @(posedge clk) begin
        if (rst) begin
            state         <= IDLE;
            current_floor <= 2'd0;
            req_reg       <= 4'b0000;
            door_cnt      <= 8'd0;
            move_up_r     <= 1'b0;
            move_down_r   <= 1'b0;
            door_open_r   <= 1'b0;
        end else begin
            req_reg <= req_reg | floor_req;
            state <= next_state;
            if (next_state == UP && state != UP) begin
                current_floor <= current_floor + 1'b1;
            end else if (next_state == UP && state == UP) begin
                current_floor <= current_floor + 1'b1;
            end else if (next_state == DOWN && state != DOWN) begin
                current_floor <= current_floor - 1'b1;
            end else if (next_state == DOWN && state == DOWN) begin
                current_floor <= current_floor - 1'b1;
            end else begin
                current_floor <= current_floor;
            end
            if (state != DOOR && next_state == DOOR) begin
                door_cnt <= 8'd0;
            end else if (next_state == DOOR) begin
                door_cnt <= door_cnt + 1'b1;
            end else begin
                door_cnt <= 8'd0;
            end
            if (state != DOOR && next_state == DOOR) begin
                req_reg[current_floor] <= 1'b0;
            end
            move_up_r   <= (next_state == UP);
            move_down_r <= (next_state == DOWN);
            door_open_r <= (next_state == DOOR);
        end
    end
    always @(*) begin
        next_state = state;
        any_request = 1'b0;
        any_above = 1'b0;
        any_below = 1'b0;
        for (i = 0; i < 4; i = i + 1) begin
            if (req_reg[i]) any_request = 1'b1;
            if (i > current_floor && req_reg[i]) any_above = 1'b1;
            if (i < current_floor && req_reg[i]) any_below = 1'b1;
        end
        case (state)
            IDLE: begin
                if (req_reg[current_floor]) next_state = DOOR;
                else if (any_above) next_state = UP;
                else if (any_below) next_state = DOWN;
                else next_state = IDLE;
            end
            UP: begin
                if (req_reg[current_floor]) next_state = DOOR;
                else if (any_above) next_state = UP;
                else if (any_below) next_state = DOWN;
                else next_state = IDLE;
            end
            DOWN: begin
                if (req_reg[current_floor]) next_state = DOOR;
                else if (any_below) next_state = DOWN;
                else if (any_above) next_state = UP;
                else next_state = IDLE;
            end
            DOOR: begin
                if (door_cnt >= (DOOR_TIME - 1)) begin
                    if (any_above) next_state = UP;
                    else if (any_below) next_state = DOWN;
                    else next_state = IDLE;
                end else begin
                    next_state = DOOR;
                end
            end
            default: next_state = IDLE;
        endcase
    end
endmodule
==> flow/run.sh <==
#!/bin/bash
# OpenROAD 26Q1-2900-gdf79404cd8, Yosys 0.63+post, stock flow scripts
make -C /OpenROAD-flow-scripts/flow DESIGN_CONFIG=/design/flow/config.mk WORK_HOME=/design/flow/orfs finish
==> flow/config.mk <==
export PLATFORM = sky130hd
export DESIGN_NAME = elevator
export DESIGN_NICKNAME = elevator
export VERILOG_FILES = /design/flow/design.v
export SDC_FILE = /design/flow/constraint.sdc
export NUM_CORES = 4
export LEC_CHECK = 1
export CORE_AREA = 10 10 105 105
export DIE_AREA = 0 0 115 115
==> flow/constraint.sdc <==
current_design elevator

set clk_period 3.5
set clk_io_pct 0.2

create_clock -name clk0 -period $clk_period [get_ports {clk}]

set non_clock_inputs [all_inputs -no_clocks]
set_input_delay [expr $clk_period * $clk_io_pct] -clock clk0 $non_clock_inputs
set_output_delay [expr $clk_period * $clk_io_pct] -clock clk0 [all_outputs]
==> out/qor.rpt <==
FINAL TIMING
--------------------------------------------------------------------------------
Minimum clock period                                                     2410 ps
Setup repair after global routing missed its margin                           no
Final setup violation count                                                    0
Worst Setup Slack, final                                                 1090 ps
Final Max Tran Viols                                                           0
Transition time at the pin with the least slew margin                     560 ps
Maximum frequency from static timing analysis                          0.415 GHz
Setup clock skew after layout                                            2.84 ps
Final cycle utilization of the critical path                               68.9%
Post-Route Setup TNS                                                        0 ps
Final Hold Fails                                                               0
Max-Slew Margin vs Limit                                                   62.4%
Worst hold margin                                                         443 ps

CRITICAL PATH
--------------------------------------------------------------------------------
Worst path arrival time                                                  2540 ps
Worst reg2reg path depth                                                       6
Crit Reg-Reg Endpoint                                               current_floor[1]$_SDFFE_PP0P_
Slowest cell on crit path                                           sky130_fd_sc_hd__mux4_2
Ordered list of cells on the worst path                             mux4_2, o41ai_2, o2111ai_1, nor3b_1, a311oi_1, a31oi_1
Crit-path max cell delay                                                  620 ps
Maximum fanout count along the critical path                                   6
Nature of the critical path startpoint                                 flip-flop
FF-to-FF Start                                                      current_floor[0]$_SDFFE_PP0P_
Setup slack, reg-to-reg                                                  1090 ps
Critical path start-end classification                              flip-flop to flip-flop
Endpoint required time on the critical path                              3630 ps
Critical path endpoint category                                        flip-flop

SYNTHESIS
--------------------------------------------------------------------------------
Yosys synthesis chip area                                            0.00107 mm²
Sequential element share of the synthesized area                           39.4%
Number of cells in Yosys stat                                                119
Cells after Synth                                                            119
Library cell with the largest summed area after synthesis           sky130_fd_sc_hd__dfxtp_1
Tally of unique sky130hd cells used after synthesis                           38
Post-synthesis instance area                                         0.00107 mm²
Avg Synthesized Cell Area                                               8.96 µm²
Total of flip-flops plus latches after synthesis                              21
Post-synthesis async set-or-reset flop share                                  0%
Leading cell types by total area after synthesis                    sky130_fd_sc_hd__dfxtp_1 (39%), sky130_fd_sc_hd__ha_1 (8.2%), sky130_fd_sc_hd__nor2_1 (7.0%)
Synth warnings                                                                 1
Commonest cells in the synthesized netlist                          sky130_fd_sc_hd__dfxtp_1 (21), sky130_fd_sc_hd__nor2_1 (20), sky130_fd_sc_hd__ha_1 (7)
Most common cell in the synthesized netlist                         sky130_fd_sc_hd__dfxtp_1
Area share of the largest cell type after synthesis                        39.4%
Post-synth EDFFs                                                               0
Most common flop cell mapped by yosys                               sky130_fd_sc_hd__dfxtp_1

FLOORPLAN
--------------------------------------------------------------------------------
Fraction of the core area occupied by cells at floorplan                   12.2%
Die Outline Area                                                      0.0132 mm²
Die Ht                                                                    115 µm
Die X-Extent                                                              115 µm
Core ar.                                                             0.00876 mm²
Top-level port count                                                           9
Cell Rows                                                                     34

GRT
--------------------------------------------------------------------------------
Total global routing overflow                                                  0
Antenna violations before repair                                               0
Global-route wire length before repair                                   3.83 mm
Total routing usage reported by global routing                             3.40%
Via count of the first global-routing pass                                   820
Largest net degree at the start of global routing                             15

CLOCK NETWORK
--------------------------------------------------------------------------------
Maximum buffer depth of the clock tree                                         2
Hold buffer count at CTS                                                       0
Root Buffer                                                         sky130_fd_sc_hd__clkbuf_8
Post-cts repair resize count                                                   0
H-tree depth                                                                   1
Post-CTS repair timing setup buffer count                                      0
Number of clock sinks                                                         21
CTS tree                                                                     yes
Later-pin clock latency in the skew report                                260 ps
Total CTS buffers                                                              3
Clock-pin transition on the worst setup and hold timing paths              80 ps

ROUTING
--------------------------------------------------------------------------------
ANT nets after route                                                           0
Routed length per instance                                               9.36 µm
DRC marker count from the first detailed-route iteration                      54
Overall via count from detail_route                                          869
# DRC                                                                          0
Post-Route WL                                                            2.21 mm
Vias per inst                                                               3.68
# diodes                                                                       0
Router iterations before antenna repair                                        4

POWER AND IR DROP
--------------------------------------------------------------------------------
Leakage power                                                           0.474 nW
Power Density                                                         614 mW/mm²
IR Drop Worst-Case VDD                                                  0.251 mV
Total Power                                                             0.805 mW

PLACED DESIGN
--------------------------------------------------------------------------------
Post-placement setup slack                                               1120 ps
Count of port buffers added during placement                                   8
Placed insts                                                                 232
Detailed placement HPWL                                                  1.64 mm
Placer Congestion                                                          0.810
Placed inst area                                                     0.00126 mm²

WORST HOLD PATH
--------------------------------------------------------------------------------
Path type of the worst min-delay path                               flip-flop to flip-flop
Endpoint with the worst hold slack                                  door_cnt[0]$_SDFF_PP0_
Worst hold path cell count                                                     1
Worst min-delay path startpoint                                     door_cnt[0]$_SDFF_PP0_

FINISH
--------------------------------------------------------------------------------
Area growth syn-to-layout                                                  23.0%
Flip-flop count of the largest register after layout                           8
Finished Layout Cells                                                        236
Fin util                                                                   15.0%
Finished layout cell area                                            0.00131 mm²
Fraction of final layout cells with drive strength greater than 1          6.25%

FLOW RUN
--------------------------------------------------------------------------------
Max capacitance violation total                                                0
Warning total across the stage logs                                           30

RUN STATUS
--------------------------------------------------------------------------------
Status                                                              finished clean

-- power by group --
part | total (mW) | internal (mW) | switching [mW]
registers | 0.328 | 0.281 | 0.0465
clock network | 0.163 | 0.0794 | 0.0836
logic | 0.315 | 0.138 | 0.177
-- final cells by class --
cell class,instances,area (µm²)
clock buffer,3,41.3
clock inverter,1,5.00
fill,981,7450
inverter,4,15.0
multi-input combinational,91,614
sequential,21,420
tap,108,135
timing repair buffer,8,80.1
-- layout by cell type (no fill, tap or decap), drive strengths merged, types with 4 or more instances in the layout --
cell           count
dfxtp             21
nor2              20
clkdlybuf4s50      8
ha                 7
nand3              6
nand2              5
a211oi             5
inv                4
nor3               4
and3               4
a21oi              4
nor3b              4
xor2               4
-- how the worst max path moves through the flow --
| stage | depth (start not counted) | start | end | slack [ps] |
|---|---|---|---|---|
| 5_1_grt | 8 | current_floor[0]$_SDFFE_PP0P_ | req_reg[2]$_SDFF_PP0_ | 870 |
| 6_report | 6 | current_floor[0]$_SDFFE_PP0P_ | current_floor[1]$_SDFFE_PP0P_ | 1090 |
| 4_1_cts | 6 | current_floor[0]$_SDFFE_PP0P_ | current_floor[1]$_SDFFE_PP0P_ | 1100 |
-- per-layer routing --
layer | routed length [µm] | up-vias | track usage [%] | part of all wire, %
met3 | 161 | 0 | 1.58 | 7.3
met2 | 1000 | 14 | 5.48 | 45
met1 | 1040 | 415 | 4.33 | 47
met4 | 0 | 0 | 0.0825 | 0
met5 | 0 | - | 0 | 0
li1 | - | 440 | - | -
-- critical path: cells and delay by family, from the launching register on --
kind / cells / cell delay (ps)
flops: 1 / 480
simple gates: 1 / 220
mux: 1 / 620
compound gates: 4 / 960
-- kinds of logic (layout without fill, tap and decap cells) --
kind of cell / Yosys count / in the layout / synth area share, %
buffers and inverters: 7 / 16 / 2.93
adders and majority gates: 7 / 7 / 8.22
muxes: 1 / 1 / 2.11
and+or+nand+nor: 55 / 55 / 27.0
xor gates and xnor gates: 7 / 7 / 5.75
DFF: 21 / 21 / 39.4
AOI/OAI and AO/OA: 21 / 21 / 14.6
Power figures rest on the tool's default switching activity, not on a simulated workload.
